--- ./run.sh ---
#!/bin/bash
# OpenROAD 26Q1-2900-gdf79404cd8, Yosys 0.63+post, stock flow scripts
make -C /OpenROAD-flow-scripts/flow DESIGN_CONFIG=/design/flow/config.mk WORK_HOME=/design/flow/orfs finish
--- ./constraint.sdc ---
current_design top

set clk_period 5.4
set clk_io_pct 0.2

create_clock -name clk0 -period $clk_period [get_ports {clk}]

set non_clock_inputs [all_inputs -no_clocks]
set_input_delay [expr $clk_period * $clk_io_pct] -clock clk0 $non_clock_inputs
set_output_delay [expr $clk_period * $clk_io_pct] -clock clk0 [all_outputs]
--- ./config.mk ---
export PLATFORM = sky130hd
export DESIGN_NAME = top
export DESIGN_NICKNAME = top
export VERILOG_FILES = /design/flow/design.v
export SDC_FILE = /design/flow/constraint.sdc
export NUM_CORES = 4
export LEC_CHECK = 1
export CORE_UTILIZATION = 30
--- ./design.v ---
module LFSR(
    input reset, clock, load,   
  input [3:0] data,             
  output reg [3:0] count        
    );
  always@(posedge clock)     
    begin
      if(!reset)             
        count <= 0;
      else
        begin
          if(!load)          
            count <= data;   
          else begin
				count <= count << 1;       
            count[0] <= count[3] ^ count[2];   
          end
        end
    end
endmodule
module display_7_converter(    
	 input [3:0] dec,                                   
	 input clk,                                         
    output reg e0, e1, e2,                            
	 output dot,                                        
	 output reg a, b, c, d, e, f, g                     
    );
	assign dot = 1'b1;                                 
	always@(posedge clk)
	begin
		{e0, e1, e2} = 3'b110;                            
		{a, b, c, d, e, f, g} = ~7'd0;                    
		case(dec)                                         
		4'd0 : {a, b, c, d, e, f, g} = ~7'b1111110;      
		4'd1 : {a, b, c, d, e, f, g} = ~7'b0110000;       
		4'd2 : {a, b, c, d, e, f, g} = ~7'b1101101;
		4'd3 : {a, b, c, d, e, f, g} = ~7'b1111001;
		4'd4 : {a, b, c, d, e,  f, g} = ~7'b0110011;
		4'd5 : {a, b, c, d, e, f, g} = ~7'b1011011;
		4'd6 : {a, b, c, d, e, f, g} = ~7'b1011111;
		4'd7 : {a, b, c, d, e, f, g} = ~7'b1110000;
		4'd8 : {a, b, c, d, e, f, g} = ~7'b1111111;
		4'd9 : {a, b, c, d, e, f, g} = ~7'b1111011;
		4'd10 : {a, b, c, d, e, f, g} = ~7'b1110111;  
		4'd11 : {a, b, c, d, e, f, g} = ~7'b0011111;  
		4'd12 : {a, b, c, d, e, f, g} = ~7'b1001110;  
		4'd13 : {a, b, c, d, e, f, g} = ~7'b0111101;  
		4'd14 : {a, b, c, d, e, f, g} = ~7'b1001111;  
		4'd15 : {a, b, c, d, e, f, g} = ~7'b1000111;  
		default : {a, b, c, d, e, f, g} = ~7'd0;           
		endcase
	end
endmodule
module top(
    input clk,                     
    output reg clk_divi = 0,       
  output [3:0] count,             
  input [3:0] data,               
	 input reset,                   
	 input load,                     
	 output e0, e1, e2,             
	 output dot,                     
	 output a, b, c, d, e, f, g      
    );
  reg [23:0] num = 0;             
  LFSR Design(reset, clk_divi, load, data, count);       
  display_7_converter mac2(count, clk, e0, e1, e2, dot, a, b, c, d, e, f, g);  
	always@(posedge clk)
	begin
		num <= num+1;
		if(num == 24'h000000)
		begin
			clk_divi <= ~clk_divi;
		end
    if(num == 24'h0ff_fff)         
			num <= 0;
	end
endmodule
==> results.rst <==
Run summary
-----------

.. list-table::
   :header-rows: 1

   * - Metric
     - Value
   * - Post-synthesis cell type count
     - about 42
   * - Tally of yosys warning messages
     - 3
   * - Total length of routed wires
     - ~2.9 mm
   * - Count of buffers inserted at the top-level ports
     - 18
   * - DRC violation total after the first TritonRoute iteration
     - 25
   * - WP data required
     - ~4.3 ns
   * - Cell with the most instances after synthesis
     - sky130_fd_sc_hd__dfxtp_1
   * - Endpoint with the worst hold slack
     - num[0]
   * - Dominant flop cell
     - sky130_fd_sc_hd__dfxtp_1
   * - Final period demand of the worst path
     - ~2.3 ns
   * - Initial core utilization
     - 31.14%
   * - Nature of the critical path startpoint
     - register
   * - Hold Path Class
     - reg2reg
   * - Dpl hpwl
     - between 2 and 2.5 mm
   * - Slowest cell on crit path
     - sky130_fd_sc_hd__clkdlybuf4s50_1
   * - CP Buf/Inv Count
     - 1
   * - Critical setup path kind
     - reg2out
   * - Hold Buf Count CTS
     - 0
   * - Pwr/cell area
     - between 200 and 250 mW/mm²
   * - Clock Tree Buf Depth
     - 2
   * - Die Wd
     - ~78 µm
   * - Category of cells accounting for the largest share of critical-path delay
     - buffers and inverters
   * - Aggregate global routing overflow
     - 0
   * - Share of post-route cells with drive strength above 1
     - under 10%
   * - Vias
     - roughly 1300
   * - Most Used Layer, Global Route
     - met2
   * - Average wire length per cell after detail routing
     - around 11 µm
   * - Final weighted congestion in routability-driven placement
     - between 0.8 and 0.9
   * - Max Clock Freq
     - ~440 MHz
   * - Worst reg2reg path endpoint
     - num[11]
   * - ANT nets after route
     - 0
   * - Max-slew headroom at the worst pin
     - ~57%
   * - Pre-antenna DRT Iters
     - 4
   * - Register-to-Register Setup Slack
     - roughly 3.4 ns
   * - CTS tree
     - yes
   * - Number of antenna violations at the first check in global routing
     - 0
   * - Global Route met2 Usage
     - about 16%
   * - Total I/O pin count
     - 23
   * - VDD IR-drop max
     - 0.1352 mV
   * - Number of max-slew violations in the final report
     - 0
   * - Cell count listed in synth_stat.txt
     - between 150 and 200
   * - Total routing resource utilization after global routing
     - 10.18%
   * - Cell count after placement
     - around 270
   * - Largest fanout of any net on the critical path
     - 6
   * - DRC violation count after routing
     - 0
   * - Max-cap violations
     - 0
   * - Share of the synthesized area in the top cell type
     - about two fifths
   * - Chip area
     - about 0.006 mm²
   * - Pin count of the biggest net entering global routing
     - 17
   * - Synthesized instance count
     - between 150 and 200
   * - GR Layer Usage met1
     - approximately 14%
   * - Register pins left without a clock
     - 4
   * - Cell type contributing the most total cell area after synthesis
     - sky130_fd_sc_hd__dfxtp_1
   * - Std-Cell Core Area
     - about 0.0055 mm²
   * - Ordered cell list for the critical path
     - clkdlybuf4s50_1
   * - Via count of the first global-routing pass
     - ~1100
   * - Count of antenna diodes in the layout
     - 0
   * - Number of unconstrained endpoints
     - 15
   * - RSZ-0062 raised after global routing
     - no
   * - Hold Crit Start
     - num[0]
   * - Post-Syn Area
     - approximately 0.0017 mm²
   * - Chip Area, Yosys
     - 0.001725 mm²
   * - Final hold viol count
     - 0
   * - Buffer cell driving the clock tree root
     - sky130_fd_sc_hd__clkbuf_8
   * - Detailed-route vias per instance
     - ~4.6
   * - Clock input transition at the sequential cells of the worst setup and hold paths
     - 0.07 ns
   * - Actual transition at the worst max-transition pin
     - around 0.63 ns
   * - Non-filler cells in the finished layout
     - 274
   * - Clock latency at the later pin of the worst-skew pair
     - about 0.28 ns
   * - Mean cell area of the mapped netlist
     - approximately 9.3 µm²
   * - Crit share post-route
     - 41.84%
   * - Async S/R FF share, synth
     - 0%
   * - Met3 usage in global routing
     - approximately 2.7%
   * - Post-synth top cells
     - sky130_fd_sc_hd__dfxtp_1 (35), sky130_fd_sc_hd__nor2_1 (18), sky130_fd_sc_hd__inv_1 (11)
   * - Number of warnings the tools reported
     - 31
   * - Post-synthesis register bit count
     - 36
   * - Wire length of the first global-routing pass
     - 4.905 mm
   * - Kind of end point of the critical path
     - primary output
   * - Total area of multi-input combinational cells
     - about 900 µm²
   * - Path depth of the worst reg2reg path
     - 4
   * - Synthesis-to-finish area growth
     - 18.56%
   * - Result of the run
     - complete, no violations
   * - Number of stages on the worst hold path
     - 1
   * - Dominant cells by area after synthesis
     - sky130_fd_sc_hd__dfxtp_1 (41%), sky130_fd_sc_hd__ha_1 (5.8%), sky130_fd_sc_hd__xor2_1 (5.1%)
   * - Number of enable flip-flop cells
     - 1
   * - Filler Cell Count
     - between 500 and 600
   * - Arrival time reported for the critical path endpoint
     - 1.18 ns
   * - Final number of setup-violating endpoints
     - 0
   * - Overall die height
     - 77.84 µm
   * - CTS Buf Count
     - 5
   * - Rows
     - 27
   * - Static leakage power
     - ~0.8 nW
   * - Sum of negative setup slack
     - 0 ns
   * - Share of the yosys chip area belonging to registers
     - ~42%
   * - Storage element area
     - between 700 and 800 µm²
   * - Number of buffers inserted to repair setup after CTS
     - 0
   * - CP peak stage delay
     - a little under 0.5 ns
   * - Launch point of the worst reg-to-reg path
     - num[8]
   * - CTS-repair resized insts
     - 0
   * - Clk_skew
     - between 0.004 and 0.005 ns
   * - Number of levels in the clock H-tree
     - 2
## sequential cells by signal, summed over array words and instances (netlist names)
signal	cells
mac2.e	1
mac2.g	1
mac2.c	1
mac2.d	1
num	24
mac2.b	1
clk_divi	1
mac2.f	1
Design.count	4
mac2.a	1
## layer usage
layer	up-vias	wire, µm
met5	-	0
met4	0	22
met3	2	110
met2	17	1241
met1	579	1505
li1	672	-
## worst max path at each step
stage | from | end | slack, ns | depth (start not counted)
after CTS | clk_divi | clk_divi | 3.11 | 1
after global routing | clk_divi | clk_divi | 3.05 | 1
final | clk_divi | clk_divi | 3.14 | 1
## through the flow
stage / worst slack [ns] / total power [W] / util [%] / instance area (µm²) / hold slack, ns
2_1_floorplan: 3.518 / 0.0002474 / - / 1733 / 0.4374
3_3_place_gp: 3.427 / 0.0002500 / 34.98 / 1938 / 0.4534
3_5_place_dp: 3.412 / 0.0002499 / 34.98 / 1938 / 0.4602
4_1_cts: 3.108 / 0.0004743 / 36.92 / 2046 / 0.4787
5_1_grt: 3.054 / 0.0004839 / 36.92 / 2046 / 0.5026
6_report: 3.141 / 0.0004683 / 36.92 / 2046 / 0.4797
## cell type report
cell class                 count  share of cell area (%)
sequential                    36                   35.72
inverter                      11                   2.018
clock buffer                   6                   3.547
tap                           72                   4.404
timing repair buffer          18                   8.807
clock inverter                 2                   1.713
multi-input combinational    129                   43.79
## cells by family (layout without fill, tap and decap cells)
kind of cell             Yosys count  after routing  share of synthesized area [%]
AND-OR/OR-AND                     14             14                          5.367
XOR/XNOR                          19             19                          9.645
adder cells (fa/ha/maj)            8              8                          5.802
buffers and inverters             22             37                          6.164
flip-flops                        36             36                          42.35
multiplexers                       7              7                          4.859
other                              2              4                         0.4353
AND/OR/NAND/NOR                   77             77                          25.38
## power breakdown
| part | leakage (nW) | internal [W] | total (W) | switching [W] |
|---|---|---|---|---|
| sequential | 0.296 | 0.000237 | 0.000237 | 0 |
| combinational | 0.452 | 0.00000508 | 0.00000738 | 0.00000230 |
| clock | 0.0552 | 0.000137 | 0.000224 | 0.0000870 |
## placed cells by master, fill, tap and decap left out, types with 4 or more instances in the layout
cell type,netlist,final
sky130_fd_sc_hd__nor3_1,5,5
sky130_fd_sc_hd__inv_1,11,11
sky130_fd_sc_hd__nand4_1,7,7
sky130_fd_sc_hd__xnor2_1,9,9
sky130_fd_sc_hd__nor2_1,18,18
sky130_fd_sc_hd__clkdlybuf4s50_1,0,18
sky130_fd_sc_hd__nor4_1,7,7
sky130_fd_sc_hd__conb_1,2,4
sky130_fd_sc_hd__ha_1,8,8
sky130_fd_sc_hd__dfxtp_1,35,35
sky130_fd_sc_hd__nand2_1,9,9
sky130_fd_sc_hd__nand3_1,8,8
sky130_fd_sc_hd__xor2_1,10,10
sky130_fd_sc_hd__mux2i_1,5,5
sky130_fd_sc_hd__clkbuf_8,0,5
Power figures rest on the tool's default switching activity, not on a simulated workload.
